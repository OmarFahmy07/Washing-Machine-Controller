`./config.mk`:
```
export PLATFORM = sky130hd
export DESIGN_NAME = washing_machine
export DESIGN_NICKNAME = washing_machine
export VERILOG_FILES = /design/flow/design.v
export SDC_FILE = /design/flow/constraint.sdc
export NUM_CORES = 4
export LEC_CHECK = 1
export CORE_UTILIZATION = 30
```
`./constraint.sdc`:
```
current_design washing_machine

set clk_period 4.9
set clk_io_pct 0.2

create_clock -name clk0 -period $clk_period [get_ports {clk}]

set non_clock_inputs [all_inputs -no_clocks]
set_input_delay [expr $clk_period * $clk_io_pct] -clock clk0 $non_clock_inputs
set_output_delay [expr $clk_period * $clk_io_pct] -clock clk0 [all_outputs]
```
`./design.v`:
```
module washing_machine(
  input wire rst_n,
  input wire clk,
  input wire [1:0] clk_freq,
  input wire coin_in,
  input wire double_wash,
  input wire timer_pause,
  output reg wash_done
  );
  localparam IDLE           = 3'b000,
             FILLING_WATER  = 3'b001,
             WASHING        = 3'b011,
             RINSING        = 3'b010,
             SPINNING       = 3'b110;
  localparam One_MHz        = 2'b00,
             Two_MHz        = 2'b01,
             Four_MHz       = 2'b10,
             Eight_MHz      = 2'b11;
  localparam numberOfCounts_2minutes_1MHz = 32'd119, 
             numberOfCounts_2minutes_2MHz = 32'd239,
             numberOfCounts_2minutes_4MHz = 32'd479,
             numberOfCounts_2minutes_8MHz = 32'd959,
             numberOfCounts_1minute_1MHz  = 32'd59,
             numberOfCounts_1minute_2MHz  = 32'd119,
             numberOfCounts_1minute_4MHz  = 32'd239,
             numberOfCounts_1minute_8MHz  = 32'd479,
             numberOfCounts_5minutes_1MHz = 32'd299,
             numberOfCounts_5minutes_2MHz = 32'd599,
             numberOfCounts_5minutes_4MHz = 32'd1199,
             numberOfCounts_5minutes_8MHz = 32'd2399;
  reg [2:0] current_state, next_state;
  reg [31:0] counter, counter_comb;
  reg timeout_flag;
  reg [1:0] number_of_washes;
    always@(posedge clk)
      begin
        if(current_state == IDLE)
          begin
            number_of_washes <= 'd0;
          end
        else if( (current_state == WASHING) && timeout_flag )
          begin
            number_of_washes <= number_of_washes + 'd1;
          end
      end  
  always@(posedge clk or negedge rst_n)
    begin
      if(!rst_n)
        begin
          current_state <= IDLE;
        end
      else
        begin
          current_state <= next_state;
        end
    end
  always@(posedge clk or negedge rst_n)
    begin
      if(!rst_n)
        begin
          counter <= 'd0;
        end
      else
        begin
          counter <= counter_comb;
        end
    end
  always@(*)
    begin
      next_state = IDLE;
      case(current_state)
        IDLE:
          begin
            if(coin_in)
              begin
                next_state = FILLING_WATER;
              end
            else
              begin    
                next_state = current_state;
              end
          end
        FILLING_WATER:
          begin
            if(timeout_flag)
              begin
                next_state = WASHING;
              end
            else
              begin
                next_state = current_state;
              end
          end
        WASHING:
          begin
            if(timeout_flag)
              begin
                next_state = RINSING;
              end
            else
              begin
                next_state = current_state;
              end
          end
        RINSING:
          begin
            if(timeout_flag)
              begin
                if(double_wash)
                  begin
                    if(number_of_washes == 'd1)
                      begin
                        next_state = WASHING;
                      end
                    else
                      begin
                        next_state = SPINNING;
                      end
                  end
                else
                  begin
                    next_state = SPINNING;
                  end
              end
            else
              begin
                next_state = current_state;
              end
          end
        SPINNING:
          begin
            if(timeout_flag)
              begin
                next_state = IDLE;
              end
            else
              begin
                next_state = current_state;
              end
          end
        default:
          begin
            next_state = IDLE;
          end
      endcase
    end
  always@(*)
    begin
      if(current_state == IDLE)
        begin
          wash_done = 'd1;
        end
      else
        begin
          wash_done = 'd0;
        end
    end
  always@(*)
    begin
      counter_comb = 'd0;
      timeout_flag = 1'b0;
      case(current_state)
        IDLE:
          begin
            counter_comb = 'd0;
            timeout_flag = 1'b0;
          end
        FILLING_WATER:
          begin
            case(clk_freq)
              One_MHz:
                begin
                  if(counter == numberOfCounts_2minutes_1MHz)
                    begin
                      counter_comb = 'd0;
                      timeout_flag = 1'b1;
                    end
                  else
                    begin
                      counter_comb = counter + 'd1;
                      timeout_flag = 1'b0;
                    end
                end
              Two_MHz:
                begin
                  if(counter == numberOfCounts_2minutes_2MHz)
                    begin
                      counter_comb = 'd0;
                      timeout_flag = 1'b1;
                    end
                  else
                    begin
                      counter_comb = counter + 'd1;
                      timeout_flag = 1'b0;
                    end
                end
              Four_MHz:
                begin
                  if(counter == numberOfCounts_2minutes_4MHz)
                    begin
                      counter_comb = 'd0;
                      timeout_flag = 1'b1;
                    end
                  else
                    begin
                      counter_comb = counter + 'd1;
                      timeout_flag = 1'b0;
                    end
                end
              Eight_MHz:
                begin
                  if(counter == numberOfCounts_2minutes_8MHz)
                    begin
                      counter_comb = 'd0;
                      timeout_flag = 1'b1;
                    end
                  else
                    begin
                      counter_comb = counter + 'd1;
                      timeout_flag = 1'b0;
                    end
                end
              default:
                begin
                  counter_comb = 'd0;
                  timeout_flag = 1'b0;
                end
            endcase
          end
        WASHING:
          begin
            case(clk_freq)
              One_MHz:
                begin
                  if(counter == numberOfCounts_5minutes_1MHz)
                    begin
                      counter_comb = 'd0;
                      timeout_flag = 1'b1;
                    end
                  else
                    begin
                      counter_comb = counter + 'd1;
                      timeout_flag = 1'b0;
                    end
                end
              Two_MHz:
                begin
                  if(counter == numberOfCounts_5minutes_2MHz)
                    begin
                      counter_comb = 'd0;
                      timeout_flag = 1'b1;
                    end
                  else
                    begin
                      counter_comb = counter + 'd1;
                      timeout_flag = 1'b0;
                    end
                end
              Four_MHz:
                begin
                  if(counter == numberOfCounts_5minutes_4MHz)
                    begin
                      counter_comb = 'd0;
                      timeout_flag = 1'b1;
                    end
                  else
                    begin
                      counter_comb = counter + 'd1;
                      timeout_flag = 1'b0;
                    end
                end
              Eight_MHz:
                begin
                  if(counter == numberOfCounts_5minutes_8MHz)
                    begin
                      counter_comb = 'd0;
                      timeout_flag = 1'b1;
                    end
                  else
                    begin
                      counter_comb = counter + 'd1;
                      timeout_flag = 1'b0;
                    end
                end
              default:
                begin
                  counter_comb = 'd0;
                  timeout_flag = 1'b0;
                end
            endcase
          end
        RINSING:
          begin
            case(clk_freq)
              One_MHz:
                begin
                  if(counter == numberOfCounts_2minutes_1MHz)
                    begin
                      counter_comb = 'd0;
                      timeout_flag = 1'b1;
                    end
                  else
                    begin
                      counter_comb = counter + 'd1;
                      timeout_flag = 1'b0;
                    end
                end
              Two_MHz:
                begin
                  if(counter == numberOfCounts_2minutes_2MHz)
                    begin
                      counter_comb = 'd0;
                      timeout_flag = 1'b1;
                    end
                  else
                    begin
                      counter_comb = counter + 'd1;
                      timeout_flag = 1'b0;
                    end
                end
              Four_MHz:
                begin
                  if(counter == numberOfCounts_2minutes_4MHz)
                    begin
                      counter_comb = 'd0;
                      timeout_flag = 1'b1;
                    end
                  else
                    begin
                      counter_comb = counter + 'd1;
                      timeout_flag = 1'b0;
                    end
                end
              Eight_MHz:
                begin
                  if(counter == numberOfCounts_2minutes_8MHz)
                    begin
                      counter_comb = 'd0;
                      timeout_flag = 1'b1;
                    end
                  else
                    begin
                      counter_comb = counter + 'd1;
                      timeout_flag = 1'b0;
                    end
                end
              default:
                begin
                  counter_comb = 'd0;
                  timeout_flag = 1'b0;
                end
            endcase
          end
        SPINNING:
          begin
            case(clk_freq)
              One_MHz:
                begin
                  if(counter == numberOfCounts_1minute_1MHz)
                    begin
                      counter_comb = 'd0;
                      timeout_flag = 1'b1;
                    end
                  else if(timer_pause)
                    begin
                      counter_comb = counter;
                      timeout_flag = 1'b0;
                    end
                  else
                    begin
                      counter_comb = counter + 'd1;
                      timeout_flag = 1'b0;
                    end
                end
              Two_MHz:
                begin
                  if(counter == numberOfCounts_1minute_2MHz)
                    begin
                      counter_comb = 'd0;
                      timeout_flag = 1'b1;
                    end
                  else if(timer_pause)
                    begin
                      counter_comb = counter;
                      timeout_flag = 1'b0;
                    end
                  else
                    begin
                      counter_comb = counter + 'd1;
                      timeout_flag = 1'b0;
                    end
                end
              Four_MHz:
                begin
                  if(counter == numberOfCounts_1minute_4MHz)
                    begin
                      counter_comb = 'd0;
                      timeout_flag = 1'b1;
                    end
                  else if(timer_pause)
                    begin
                      counter_comb = counter;
                      timeout_flag = 1'b0;
                    end
                  else
                    begin
                      counter_comb = counter + 'd1;
                      timeout_flag = 1'b0;
                    end
                end
              Eight_MHz:
                begin
                  if(counter == numberOfCounts_1minute_8MHz)
                    begin
                      counter_comb = 'd0;
                      timeout_flag = 1'b1;
                    end
                  else if(timer_pause)
                    begin
                      counter_comb = counter;
                      timeout_flag = 1'b0;
                    end
                  else
                    begin
                      counter_comb = counter + 'd1;
                      timeout_flag = 1'b0;
                    end
                end
              default:
                begin
                  counter_comb = 'd0;
                  timeout_flag = 1'b0;
                end
            endcase
          end    
        default:
          begin
            counter_comb = 'd0;
            timeout_flag = 1'b0;
          end    
      endcase
    end 
endmodule
```
`./run.sh`:
```
#!/bin/bash
# OpenROAD 26Q1-2900-gdf79404cd8, Yosys 0.63+post, stock flow scripts
make -C /OpenROAD-flow-scripts/flow DESIGN_CONFIG=/design/flow/config.mk WORK_HOME=/design/flow/orfs finish
```
==> results.py <==
# Physical implementation metrics
metrics = {
    "worst_setup_path": {
        "crit_chain": "clkdlybuf4s50_1 > or4b_2 > nor4_1 > o211a_1 > nor3_2 > buf_4 > a211oi_2 > buf_4 > and3b_1",
        "reg2reg_depth": 8,
        "crit_path_max_fanout": 30,
        "end_kind": "flip-flop",
        "critical_path.max_stage_delay_ns": 0.63,
        "r2r-start": "counter[0]$_DFF_PN0_",
        "crit_top_cell": "buf_4",
        "worst_ep_arrival_time_ns": 3.79,
        "critPathTopFamily": "buffers and inverters",
        "start_kind": "primary input",
        "crit_type": "in -> reg",
        "cp_num_buf_inv": 3,
        "crit_required_ns": 5.08,
        "critPathSlowestCell": "or4b_2",
        "reg2reg_to": "counter[31]$_DFF_PN0_",
        "reg2reg_slack_ns": 1.63,
    },
    "synth": {
        "syn_area_sq_um": 2865,
        "ys_seq_share_pct": 33.76,
        "ff_type": "dfrtp_1",
        "synth_cells": 347,
        "yosysWarnings": 1,
        "ys_cells": 347,
        "synth.avg_cell_area_sq_um": 8.257,
        "enable_flop_cells": 0,
        "async_flop_share_pct": 94.87,
        "ys_area_sq_um": 2865,
        "ys_ff": 39,
        "yosysUniqueCellTypes": 61,
    },
    "final_layout": {
        "finalInstanceArea_sq_um": 3137,
        "drive_gt1_share_pct": 7.918,
        "lay_top_count": "dfrtp_1",
        "area_growth_pct": 9.476,
        "lay_top_cells": "36 x dfrtp_1, 34 x nor4_1, 30 x nor2_1",
        "seq_area_sq_um": 967.2,
        "nFillCells": 933,
        "logic_area_sq_um": 1705,
    },
    "timing": {
        "finClkSkew_ns": 0.01007,
        "period_needed_ns": 3.614,
        "tns_ns": 0,
        "layout_setup_ws_ns": 1.286,
        "drv_slew": 0,
        "rsz0062_at_grt": "no",
        "slew_headroom_pct": 49.34,
        "tightestPinTransition_ns": 0.7541,
        "period_used_pct": 73.75,
        "fmax_mhz": 276.7,
        "hold_viol": 0,
        "finalSetupViolCount": 0,
    },
    "routing": {
        "final_antenna_net_count": 0,
        "drt_pre_antenna_iters": 4,
        "drt-vias-per-instance": 5.845,
        "wl_um": 7724,
        "antenna_cells": 0,
        "vias": 2747,
        "drt_iter0_drc": 217,
        "drcViolationCount": 0,
        "wl_per_cell_um": 16.43,
    },
    "global_route": {
        "grt_pass1_wl_um": 13300,
        "first_global_vias": 2611,
        "grt.overflow.total": 0,
        "grtUsageTotal_pct": 16.85,
        "grt_max_degree": 38,
        "antenna_found_initial": 0,
    },
    "cts": {
        "post-cts-setup-buffers": 0,
        "cts_sinks": 39,
        "clkLatencyLatePin_ns": 0.29,
        "cts_tree": "yes",
        "cts.path.max_buffers": 2,
        "h-tree-depth": 2,
        "holdBufCountCts": 0,
        "post_cts_resized": 0,
        "clockRootBuffer": "clkbuf_8",
        "cts_made_buffers": 5,
        "clk_pin_slew_ns": 0.08,
    },
    "floorplanning": {
        "die_w_um": 99.73,
        "chipArea_sq_um": 9946,
        "io_pins": 8,
        "core_area_sq_um": 9240,
        "fp.dieH_um": 99.73,
        "fp_util_pct": 31.01,
        "fp-row-count": 35,
    },
    "placed_design": {
        "place_area_sq_um": 3004,
        "hpwl_um": 5314,
        "gp_congestion": 0.9252,
        "post-place-ws_ns": 0.9839,
        "port_buffers": 7,
    },
    "worst_hold_path": {
        "hp-class": "reg -> reg",
        "hold_path.startpoint": "current_state[0]$_DFF_PN1_",
        "hold_depth": 2,
        "min_to": "current_state[0]$_DFF_PN1_",
    },
    "power_and_ir_drop": {
        "p_leak_nw": 1.235,
        "power.density_nw_per_um2": 373.5,
        "ir_worst_vdd_mv": 0.1187,
    },
    "job": {
        "drv_cap": 0,
        "warning_count": 25,
    },
    "outcome": {
        "status": "finished, final reports clean",
    },
}
## where the power goes
part / switching (mW) / leakage (nW) / internal, mW
combinational: 0.211 / 0.741 / 0.131
sequential: 0.143 / 0.428 / 0.369
clock: 0.114 / 0.0654 / 0.204
total: 0.468 / 1.23 / 0.704
## routing by layer
layer	vias up	track usage (%)	share of wire [%]
met1	1318	26.23	49
met4	0	3.054	1.2
met2	77	25.04	44
li1	1344	-	-
met5	-	0	0
met3	8	3.145	5.6
## worst reg2reg max path: cells and delay by family, from the launching register on
| kind | cells | cell delay, ns |
|---|---|---|
| AND-OR/OR-AND | 3 | 0.83 |
| adder cells (fa/ha/maj) | 1 | 0.40 |
| buffers and inverters | 1 | 0.35 |
| flip-flops | 1 | 0.42 |
| AND/OR/NAND/NOR | 3 | 1.17 |
## layout make-up
cell class,instances,area share (%)
clock buffer,6,2.314
inverter,18,2.154
timing repair buffer,12,3.271
clock inverter,2,1.915
sequential,39,30.83
tap,129,5.146
multi-input combinational,264,54.37
## registers in the layout, indices dropped and copies added (netlist names), named ones only
name / flops
counter: 32
number_of_washes: 2
current_state: 4
## kinds of logic (layout without fill, tap and decap cells)
group,count (synthesis),after routing,share of synthesized area (%)
multiplexers,2,2,0.7860
adder cells (fa/ha/maj),2,2,0.8732
AND/OR/NAND/NOR,180,180,37.16
AND-OR/OR-AND,80,80,20.70
buffers and inverters,44,38,6.725
flip-flops,39,39,33.76
## cell usage after synthesis, drive strengths merged, types with 6 or more instances
library cell  instances  area share (%)
a2111oi              10             3.1
a211oi                7             2.0
a21oi                13             2.3
a31oi                 6             1.3
and2                  8             1.7
and3                 23             5.0
buf                  14             2.8
clkbuf               12             1.6
dfrtp                36              31
inv                  18             2.4
nand2                15             2.0
nand3                15             2.6
nand4                 8             1.7
nor2                 30             3.9
nor3                 17             3.7
nor4                 34             7.4
o21ai                 9             1.6
## how the worst max path moves through the flow
stage            from                    end  slack, ns  depth (start not counted)
4_1_cts   clk_freq[1]  counter[31]$_DFF_PN0_       1.29                          9
5_1_grt   clk_freq[1]   counter[4]$_DFF_PN0_       1.07                          8
6_report  clk_freq[1]  counter[31]$_DFF_PN0_       1.29                          9
## metrics by stage
stage / util (%) / power [mW] / hold WS [ns] / std cells
floorplan: - / 0.7469 / 0.4893 / 347
global placement: 32.51 / 0.8500 / 0.5209 / 462
detailed placement: 32.51 / 0.8497 / 0.5290 / 462
CTS: 33.95 / 1.172 / 0.5446 / 470
global route: 33.95 / 1.252 / 0.5866 / 470
finish: 33.95 / 1.172 / 0.5440 / 470
Power figures rest on the tool's default switching activity, not on a simulated workload.
